==> ./design.v <==
module	Reset_Delay(iCLK,oRESET);
input		iCLK;
output reg	oRESET;
reg	[19:0]	Cont;
always@(posedge iCLK)
begin
	if(Cont!=20'hFFFFF)
	begin
		Cont	<=	Cont+1;
		oRESET	<=	1'b0;
	end
	else
	oRESET	<=	1'b1;
end
endmodule
==> ./run.sh <==
#!/bin/bash
# OpenROAD 26Q1-2900-gdf79404cd8, Yosys 0.63+post, stock flow scripts
make -C /OpenROAD-flow-scripts/flow DESIGN_CONFIG=/design/flow/config.mk WORK_HOME=/design/flow/orfs finish
==> ./config.mk <==
export PLATFORM = sky130hd
export DESIGN_NAME = Reset_Delay
export DESIGN_NICKNAME = Reset_Delay
export VERILOG_FILES = /design/flow/design.v
export SDC_FILE = /design/flow/constraint.sdc
export NUM_CORES = 4
export LEC_CHECK = 1
export CORE_AREA = 10 10 98 98
export DIE_AREA = 0 0 108 108
==> ./constraint.sdc <==
current_design Reset_Delay

set clk_period 3.8
set clk_io_pct 0.2

create_clock -name clk0 -period $clk_period [get_ports {iCLK}]

set non_clock_inputs [all_inputs -no_clocks]
set_input_delay [expr $clk_period * $clk_io_pct] -clock clk0 $non_clock_inputs
set_output_delay [expr $clk_period * $clk_io_pct] -clock clk0 [all_outputs]
==> ci_impl_report.md <==
### Yosys + OpenROAD results

| Metric | Value |
|---|---|
| Post-CTS setup buffer count | 0 |
| Final Max Tran Viols | 0 |
| Register share of total power | 63.7% |
| Vias post-DR | 553 |
| Clock Power Share | 36.3% |
| Worst setup margin | 1.74 ns |
| Tool Warnings | 25 |
| Slew headroom | 49.2% |
| Crit path kind | reg2reg |
| Dpl hpwl | 933 um |
| Pre-CTS setup slack | 1.71 ns |
| Global Route Usage Sum | 2.22% |
| Lkg Pwr | 0.389 nW |
| Max FO, Critical Path | 20 |
| Syn_area_per_cell | 13.3 sq um |
| Crit end category | flop |
| Worst Clk Skew | 0.00323 ns |
| Yosys Chip Area | 1010 sq um |
| Max-cap violations | 0 |
| Layer with the highest usage | met2 |
| Clock Latency Late Sink | 0.25 ns |
| Die H | 108 um |
| Routability cong. | 0.746 |
| DRT Wirelength | 1.30 mm |
| Ports | 2 |
| Yosys Instances | 76 |
| Post-route ant nets | 0 |
| Met3 global-route usage | 0.542% |
| Synth Register Bits | 21 |
| Number of global-route vias before repair | 498 |
| Setup TNS | 0 ns |
| Worst Max-Slew Pin Slew | 0.761 ns |
| Status | complete, no violations |
| PostCTS Resize Cnt | 0 |
| Crit path time final | 2.06 ns |
| Sw frac | 17.3% |
| DRC Markers | 0 |
| Die footprint | 11,700 sq um |
| Fillers | 824 |
| Worst Setup Start Kind | flop |
| Internal power | 0.324 mW |
| Netlist Area Pre-Place | 1010 sq um |
| Iteration tally of the first detailed-router pass | 3 |
| Top Layout Cells | edfxtp_1, xnor2_1, nand3_1 |
| Routed vias/inst | 3.02 |
| Post-route insts no fill | 183 |
| Distinct cells, synth | 17 |
| Die width | 108 um |
| Power Total | 0.391 mW |
| PD cells | 328 nW/um^2 |
| Dominant logic cell type in the layout | edfxtp_1 |
| Port Buf Inserts | 1 |
| FP Util | 13.2% |
| Met1 usage | 3.01% |
| Cts hold-fix bufs | 0 |
| Final hold violations | 0 |
| # placed instances | 179 |
| Crit path DAT | 1.95 ns |
| Core Region | 7650 sq um |
| Synth Seq Share | 61.5% |
| HP Class | reg2reg |
| Row count | 32 |
| Layout area overhead | 18.1% |
| Comb power frac | 0% |
| Post-synthesis cell count | 76 |
| Global-route wire length before repair | 2.21 mm |
| Peak supply drop | 0.131 mV |
| CP required | 3.69 ns |
| Largest net degree at the start of global routing | 21 |
| Initial antenna violation count | 0 |
| Setup violations, final | 0 |
| Clock buffer depth | 2 |
| Clk root buf | clkbuf_8 |
| Yosys warnings | 1 |
| GR Layer Usage met2 | 3.62% |
| CTS Sinks | 21 |
| Fmax | 485 MHz |
| 1st-iter DRT viols | 4 |
| ANT cells | 0 |
| Wire length per cell | 7.13 um |
| Sw power | 0.0675 mW |
| GRT Residual Overflow | 0 |
| Final Cycle Share | 54.2% |
| Unrepaired setup endpoints after global routing | false |
| Layout cells sized above 1 | 9.88% |
| H-tree levels | 1 |
| Reg clk slew, reported paths | 0.07 ns |
| CTS tree | built |
| TritonCTS buffer count | 3 |
## power groups by stage
stage / sequential (mW) / clock (mW) / combinational (mW)
global route: 0.249 / 0.154 / 0.000000125
CTS: 0.249 / 0.147 / 0.000000125
finish: 0.249 / 0.142 / 0.000000125
## registers in the layout (all words and copies together) (netlist names)
signal,cells
oRESET,1
Cont,20
## metrics by stage
step                utilization, %  hold slack, ns  instance area [sq um]
floorplan                        -           0.519                   1010
global placement              15.0           0.541                   1150
detailed placement            15.0           0.541                   1150
CTS                           15.6           0.556                   1190
global route                  15.6           0.579                   1190
finish                        15.6           0.555                   1190
## metal layers
layer	routed length [um]	up-vias
li1	-	281
met3	45	2
met4	24	0
met2	606	8
met5	0	-
met1	628	262
## logic make-up after synthesis
group | share of synthesized area, %
buf+inv | 1.86
simple gates | 19.8
xor+xnor | 15.6
fa+ha+maj | 1.24
flops | 61.5
## worst max-delay path: stages, from the launching register on
cell,delay (ns)
edfxtp_1,0.43
ha_1,0.27
nand4_1,0.17
nor3_4,0.07
and3_1,0.19
inv_1,0.56
## final cells by class
| cell class | count | area, sq um | share of cell area, % |
|---|---|---|---|
| multi-input cells | 50 | 370 | 31.1 |
| flip-flops and latches | 21 | 621 | 52.0 |
| clock buffers | 4 | 45.0 | 3.78 |
| repair buffers | 1 | 10.0 | 0.839 |
| inverters | 5 | 18.8 | 1.57 |
| well taps | 102 | 128 | 10.7 |
## final timing paths
kind / start / slack, ns / end / cells after the start
max: Cont[0] / 1.74 / Cont[9] / 5
min: Cont[19] / 0.56 / oRESET / 1
max reg2reg: Cont[0] / 1.74 / Cont[9] / 5
min reg2reg: Cont[19] / 0.56 / oRESET / 1
## cells in the mapped netlist
master | n | area [sq um]
xor2_1 | 5 | 43.8
nand4_1 | 3 | 18.8
ha_1 | 1 | 12.5
and3_1 | 2 | 12.5
inv_1 | 5 | 18.8
nand4_4 | 1 | 21.3
xnor2_1 | 13 | 114
nor4_4 | 1 | 21.3
nor3_1 | 3 | 15.0
edfxtp_1 | 20 | 601
nand3_1 | 8 | 40.0
nor2_1 | 4 | 15.0
dfxtp_1 | 1 | 20.0
nand2_1 | 6 | 22.5
and3_2 | 1 | 7.51
nor3_4 | 1 | 16.3
nand3_2 | 1 | 10.0
No activity file was given, so power comes from the tool's default toggle rates.
